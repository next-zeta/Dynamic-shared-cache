`design/flow/design.v`:
```
module comparator_port (
    input  [4:0] port,
    input  [10:0] a,  
    input  [10:0] b,  
    input  [10:0] c,  
    output [4:0] port_max  
);
    logic [10:0] max_ab;
    logic [4:0]  max_tmp;
    logic [10:0] max_bc;
    logic [4:0]  max;
    always_comb begin
        if (a > b) begin
            max_ab <= a;
            max_tmp <= port - 7;
        end
        else begin
            max_ab = b;
            max_tmp <= port;
        end
    end
    always_comb begin
        if (max_ab > c) begin
            max <= max_tmp;
        end
        else begin
            max <= port + 7;
        end
    end
    assign port_max = max;
endmodule
```
`design/flow/config.mk`:
```
export PLATFORM = sky130hd
export DESIGN_NAME = comparator_port
export DESIGN_NICKNAME = comparator_port
export VERILOG_FILES = /design/flow/design.v
export SDC_FILE = /design/flow/constraint.sdc
export NUM_CORES = 4
export LEC_CHECK = 1
export CORE_AREA = 10 10 96 96
export DIE_AREA = 0 0 106 106
```
`design/flow/run.sh`:
```
#!/bin/bash
# OpenROAD 26Q1-2900-gdf79404cd8, Yosys 0.63+post, stock flow scripts
make -C /OpenROAD-flow-scripts/flow DESIGN_CONFIG=/design/flow/config.mk WORK_HOME=/design/flow/orfs finish
```
`design/flow/constraint.sdc`:
```
current_design comparator_port

set clk_period 7.1
set clk_io_pct 0.2

create_clock -name clk0 -period $clk_period

set non_clock_inputs [all_inputs -no_clocks]
set_input_delay [expr $clk_period * $clk_io_pct] -clock clk0 $non_clock_inputs
set_output_delay [expr $clk_period * $clk_io_pct] -clock clk0 [all_outputs]
```
==> metrics.csv <==
metric;value;unit
port_buffers;43;
yosysTopAreaCell;ha_1;
first_iter_violations;45;
design_area;1600;um2
synth.most_common_cell;inv_1;
critPathSlowestCell;clkdlybuf4s50_1;
die_x;106;um
fmax;149;MHz
period_used_share;94.4;%
pre_cts_slack;-0.0340;ns
grt_usage;6.08;%
dieArea;11200;um2
critPathKind;primary input to primary output;
vias_per_cell;4.17;
nClkBuffers;0;
grt_max_degree;18;
ys_warn_count;1;
common_cells;inv_1 (25), ha_1 (24), o21ai_0 (16);
worstPathCellList;clkdlybuf4s50_1 -> inv_1 -> ha_1 -> nand4_1 -> a211oi_2 -> a211oi_2 -> nor2_4 -> o21ai_0 -> ha_1 -> o21ai_0 -> o211ai_1 -> and2_1 -> nand4_1 -> a211oi_1 -> clkdlybuf4s50_1;
grt.overflow.total;0;
tightestPinTransition;0.519;ns
n_fill_cell;814;
drv_cap;0;
area.growth.synth_to_final;56.9;%
slew_viol_final;0;
rows;31;
max-vdd-ir-drop;18.6;uV
synth_top_area_share;29.5;%
ys_top_cells_by_area;ha_1 (30%), inv_1 (9.2%), o21ai_0 (7.9%);
hold_depth;3;
die_h;106;um
place_area;1550;um2
grt_pass1_wl;5780;um
numPlacedInstances;289;
fin_cells;292;
initial_core_util;14.1;%
grt_pass1_vias;1247;
min_from;port[0];
drtAntennaViolNets;0;
max_stage_delay;0.52;ns
seq_area;0;um2
whs_endpoint;port_max[0];
n_antenna_cell;0;
place.detailed.hpwl;3080;um
wl_per_cell;12.0;um
cp_max_fo;12;
core_area;7210;um2
startpoint_type;primary input;
critPathArrivalTime;5.29;ns
synthCells;152;
cp_data_required_time;5.68;ns
end_kind;primary output;
nFlopsAndLatches;0;
syn_area;1020;um2
p_leak;0.000672;uW
warning_count;33;
finalHoldViolCount;0;
power.density;83.8;nW/um2
drc;0;
post-route-util;22.1;%
drtPass1Iterations;4;
avgSynthCellArea;6.69;um2
hold_class;primary input to primary output;
wl;3510;um
layout-drive-gt1-share;6.74;%
ios;43;
slew_headroom;65.1;%
outcome;complete, no violations;
setup_viol;0;
p_total;134;uW
ys_cells;152;
final.setup.worst_slack;0.395;ns
synth_cell_types;34;
gp_congestion;0.825;
antenna_found_initial;0;
rsz0062_at_grt;false;
vias;1217;
postSynthSeqShare;0;%
fin_crit;6.71;ns
ys_chip_area;1020;um2
per-stage QoR:
step | hold WS [ns] | TNS, ns
2_1_floorplan | 2.87 | 0
3_3_place_gp | 3.91 | -0.00531
3_5_place_dp | 3.91 | -0.0595
4_1_cts | 3.92 | 0
5_1_grt | 3.95 | 0
6_report | 3.90 | 0
worst max-delay path by stage:
stage                 start  slack [ns]          end
after global routing   b[8]      0.0004  port_max[4]
after CTS             b[10]        0.16  port_max[4]
final                 b[10]        0.39  port_max[4]
routing by layer:
| layer | track usage [%] | share of wire (%) | vias to the layer above |
|---|---|---|---|
| li1 | - | - | 656 |
| met3 | 1.65 | 7.4 | 0 |
| met4 | 0 | 0 | 0 |
| met1 | 8.02 | 47 | 523 |
| met5 | 0 | 0 | - |
| met2 | 10.3 | 46 | 38 |
area by class of cell:
class	count	area [um2]	share of cell area, %
inverter	25	93.8	5.88
multi-input combinational	121	918	57.5
tap	99	124	7.76
timing repair buffer	47	460	28.8
cell usage in the layout, fill, tap and decap left out, drive strengths merged, types with 3 or more instances in the layout:
master | synthesis | final
clkdlybuf4s50 | 0 | 43
buf | 3 | 4
a211oi | 8 | 8
inv | 25 | 25
nand4 | 7 | 7
nand2 | 7 | 7
a21oi | 9 | 9
nor4 | 3 | 3
o21ai | 17 | 17
o211ai | 3 | 3
nand3 | 14 | 14
nor2 | 3 | 3
or3 | 5 | 5
ha | 24 | 24
critical path: cells and delay by family:
kind	cells	cell delay (ns)
AND-OR/OR-AND	6	1.31
adder cells (fa/ha/maj)	2	0.61
buffers and inverters	3	1.03
AND/OR/NAND/NOR	4	0.90
cells by family after synthesis:
kind of cell	Yosys count	synth area share, %
AND/OR/NAND/NOR	49	26.8
AND-OR/OR-AND	46	29.8
multiplexers	1	0.984
buffers and inverters	31	12.1
XOR/XNOR	1	0.861
adder cells (fa/ha/maj)	24	29.5
power by group:
| part | leakage (uW) | internal, uW | switching, uW |
|---|---|---|---|
| Combinational | 0.000672 | 69.0 | 64.8 |
| Clock | 0 | 0 | 0 |
| Sequential | 0 | 0 | 0 |
what timing repair did:
item | in CTS | in global routing
resized | 1 | 5
setup endpoints to repair | 4 | 5
setup buffers | 0 | 3
pin swaps | 0 | 2
hold buffers | 0 | 0
gates cloned | 0 | 0
Power and IR drop assume default switching activity.
